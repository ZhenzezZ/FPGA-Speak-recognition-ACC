File: design/flow/design.v
module AXI_SLV #(
    parameter C_S_AXI_ADDR_WIDTH = 32,   
    parameter C_S_AXI_DATA_WIDTH = 32   
)(
    input  wire                            S_AXI_ACLK,
    input  wire                            S_AXI_ARESETN,
    input  wire [C_S_AXI_ADDR_WIDTH-1:0]   S_AXI_AWADDR,
    input  wire [2:0]                      S_AXI_AWPROT,
    input  wire                            S_AXI_AWVALID,
    output wire                            S_AXI_AWREADY,
    input  wire [C_S_AXI_DATA_WIDTH-1:0]   S_AXI_WDATA,
    input  wire [(C_S_AXI_DATA_WIDTH/8)-1:0] S_AXI_WSTRB,
    input  wire                            S_AXI_WVALID,
    output wire                            S_AXI_WREADY,
    output wire [1:0]                      S_AXI_BRESP,
    output wire                            S_AXI_BVALID,
    input  wire                            S_AXI_BREADY,
    input  wire [C_S_AXI_ADDR_WIDTH-1:0]   S_AXI_ARADDR,
    input  wire [2:0]                      S_AXI_ARPROT,
    input  wire                            S_AXI_ARVALID,
    output wire                            S_AXI_ARREADY,
    output wire [C_S_AXI_DATA_WIDTH-1:0]   S_AXI_RDATA,
    output wire [1:0]                      S_AXI_RRESP,
    output wire                            S_AXI_RVALID,
    input  wire                            S_AXI_RREADY,
    output wire                           reg_write_enable,
    output wire [C_S_AXI_ADDR_WIDTH-1:0]  reg_write_addr,
    output wire [C_S_AXI_DATA_WIDTH-1:0]  reg_write_data,
    output wire [(C_S_AXI_DATA_WIDTH/8)-1:0] reg_write_strobe,
    output wire                           reg_read_enable,
    output wire [C_S_AXI_ADDR_WIDTH-1:0]  reg_read_addr,
    input  wire [C_S_AXI_DATA_WIDTH-1:0]  reg_read_data
);
    reg axi_awready;
    reg axi_wready;
    reg axi_bvalid;
    reg axi_arready;
    reg axi_rvalid;
    reg [C_S_AXI_DATA_WIDTH-1:0] axi_rdata;
    reg [1:0] axi_bresp;
    reg [1:0] axi_rresp;
    reg [C_S_AXI_ADDR_WIDTH-1:0] axi_awaddr;
    reg [C_S_AXI_ADDR_WIDTH-1:0] axi_araddr;
    reg reg_write_enable_i;
    reg [C_S_AXI_ADDR_WIDTH-1:0] reg_write_addr_i;
    reg [C_S_AXI_DATA_WIDTH-1:0] reg_write_data_i;
    reg [(C_S_AXI_DATA_WIDTH/8)-1:0] reg_write_strobe_i;
    reg reg_read_enable_i;
    reg [C_S_AXI_ADDR_WIDTH-1:0] reg_read_addr_i;
    assign S_AXI_AWREADY = axi_awready;
    assign S_AXI_WREADY = axi_wready;
    assign S_AXI_BRESP = axi_bresp;
    assign S_AXI_BVALID = axi_bvalid;
    assign S_AXI_ARREADY = axi_arready;
    assign S_AXI_RDATA = axi_rdata;
    assign S_AXI_RRESP = axi_rresp;
    assign S_AXI_RVALID = axi_rvalid;
    assign reg_write_enable = reg_write_enable_i;
    assign reg_write_addr = reg_write_addr_i;
    assign reg_write_data = reg_write_data_i;
    assign reg_write_strobe = reg_write_strobe_i;
    assign reg_read_enable = reg_read_enable_i;
    assign reg_read_addr = reg_read_addr_i;
    always @(posedge S_AXI_ACLK) begin
        if (S_AXI_ARESETN == 1'b0) begin
            axi_awready <= 1'b0;
            axi_awaddr <= 0;
        end else begin
            if (~axi_awready && S_AXI_AWVALID && S_AXI_WVALID) begin
                axi_awready <= 1'b1;
                axi_awaddr <= S_AXI_AWADDR;
            end else begin
                axi_awready <= 1'b0;
            end
        end
    end
    always @(posedge S_AXI_ACLK) begin
        if (S_AXI_ARESETN == 1'b0) begin
            axi_wready <= 1'b0;
            reg_write_enable_i <= 1'b0;
            reg_write_data_i <= 0;
            reg_write_addr_i <= 0;
            reg_write_strobe_i <= 0;
        end else begin
            if (~axi_wready && S_AXI_WVALID && S_AXI_AWVALID) begin
                axi_wready <= 1'b1;
                reg_write_enable_i <= 1'b1;
                reg_write_data_i <= S_AXI_WDATA;
                reg_write_strobe_i <= S_AXI_WSTRB;
                reg_write_addr_i <= S_AXI_AWADDR;
            end else begin
                axi_wready <= 1'b0;
                reg_write_enable_i <= 1'b0;
            end
        end
    end
    always @(posedge S_AXI_ACLK) begin
        if (S_AXI_ARESETN == 1'b0) begin
            axi_bvalid <= 1'b0;
            axi_bresp <= 2'b0;
        end else begin
            if (axi_awready && S_AXI_AWVALID && ~axi_bvalid && axi_wready && S_AXI_WVALID) begin
                axi_bvalid <= 1'b1;
                axi_bresp <= 2'b00;  
            end else begin
                if (S_AXI_BREADY && axi_bvalid) begin
                    axi_bvalid <= 1'b0;
                end
            end
        end
    end
    always @(posedge S_AXI_ACLK) begin
        if (S_AXI_ARESETN == 1'b0) begin
            axi_arready <= 1'b0;
            axi_araddr <= 32'b0;
            reg_read_enable_i <= 1'b0;
            reg_read_addr_i <= 0;
        end else begin
            if (~axi_arready && S_AXI_ARVALID) begin
                axi_arready <= 1'b1;
                axi_araddr <= S_AXI_ARADDR;
                reg_read_enable_i <= 1'b1;
                reg_read_addr_i <= S_AXI_ARADDR;
            end else begin
                axi_arready <= 1'b0;
                reg_read_enable_i <= 1'b0;
            end
        end
    end
    always @(posedge S_AXI_ACLK) begin
        if (S_AXI_ARESETN == 1'b0) begin
            axi_rvalid <= 1'b0;
            axi_rresp <= 2'b0;
            axi_rdata <= 32'b0;
        end else begin
            if (axi_arready && S_AXI_ARVALID && ~axi_rvalid) begin
                axi_rvalid <= 1'b1;
                axi_rresp <= 2'b00;  
                axi_rdata <= reg_read_data;
            end else if (axi_rvalid && S_AXI_RREADY) begin
                axi_rvalid <= 1'b0;
            end
        end
    end
endmodule
`timescale 1ns / 1ps
module SSD (
    input wire S_AXI_ACLK,      
    input wire S_AXI_ARESETN,   
    input wire [31:0] S_AXI_AWADDR,
    input wire [2:0] S_AXI_AWPROT,
    input wire S_AXI_AWVALID,
    output wire S_AXI_AWREADY,
    input wire [31:0] S_AXI_WDATA,
    input wire [3:0] S_AXI_WSTRB,
    input wire S_AXI_WVALID,
    output wire S_AXI_WREADY,
    output wire [1:0] S_AXI_BRESP,
    output wire S_AXI_BVALID,
    input wire S_AXI_BREADY,
    input wire [31:0] S_AXI_ARADDR,
    input wire [2:0] S_AXI_ARPROT,
    input wire S_AXI_ARVALID,
    output wire S_AXI_ARREADY,
    output wire [31:0] S_AXI_RDATA,
    output wire [1:0] S_AXI_RRESP,
    output wire S_AXI_RVALID,
    input wire S_AXI_RREADY,
    input wire clk,              
    output wire [6:0] SEG,     
    output wire [7:0] AN,      
    output wire DP             
);
    wire [31:0] reg_read_data;   
    wire reg_write_enable;       
    wire [31:0] reg_write_addr;  
    wire [31:0] reg_write_data;  
    wire [3:0] reg_write_strobe;  
    wire reg_read_enable;        
    wire [31:0] reg_read_addr;   
    AXI_SLV #(
        .C_S_AXI_ADDR_WIDTH(32),
        .C_S_AXI_DATA_WIDTH(32)
    ) axi_slave_inst (
        .S_AXI_ACLK(S_AXI_ACLK),
        .S_AXI_ARESETN(S_AXI_ARESETN),
        .S_AXI_AWADDR(S_AXI_AWADDR),
        .S_AXI_AWPROT(S_AXI_AWPROT),
        .S_AXI_AWVALID(S_AXI_AWVALID),
        .S_AXI_AWREADY(S_AXI_AWREADY),
        .S_AXI_WDATA(S_AXI_WDATA),
        .S_AXI_WSTRB(S_AXI_WSTRB),
        .S_AXI_WVALID(S_AXI_WVALID),
        .S_AXI_WREADY(S_AXI_WREADY),
        .S_AXI_BRESP(S_AXI_BRESP),
        .S_AXI_BVALID(S_AXI_BVALID),
        .S_AXI_BREADY(S_AXI_BREADY),
        .S_AXI_ARADDR(S_AXI_ARADDR),
        .S_AXI_ARPROT(S_AXI_ARPROT),
        .S_AXI_ARVALID(S_AXI_ARVALID),
        .S_AXI_ARREADY(S_AXI_ARREADY),
        .S_AXI_RDATA(S_AXI_RDATA),
        .S_AXI_RRESP(S_AXI_RRESP),
        .S_AXI_RVALID(S_AXI_RVALID),
        .S_AXI_RREADY(S_AXI_RREADY),
        .reg_write_enable(reg_write_enable),
        .reg_write_addr(reg_write_addr),
        .reg_write_data(reg_write_data),
        .reg_write_strobe(reg_write_strobe),
        .reg_read_enable(reg_read_enable),
        .reg_read_addr(reg_read_addr),
        .reg_read_data(reg_read_data)
    );
    seg7decimal seg7_inst (
        .x(reg_write_data),
        .clk(clk),           
        .SEG(SEG),                   
        .AN(AN),                     
        .DP(DP)                      
    );
endmodule
`timescale 1ns / 1ps
module seg7decimal(
	input [31:0] x,
    input clk,
    output reg [6:0] SEG,
    output reg [7:0] AN,
    output wire DP 
	 );
wire [2:0] s;	 
reg [3:0] digit;
wire [7:0] aen;
reg [19:0] clkdiv;
assign DP = 1;
assign s = clkdiv[19:17];
assign aen = 8'b11111111;  
always @(posedge clk) 
	case(s)
	0:digit = x[3:0];  
	1:digit = x[7:4];  
	2:digit = x[11:8];  
	3:digit = x[15:12];  
	4:digit = x[19:16];  
    5:digit = x[23:20];  
    6:digit = x[27:24];  
    7:digit = x[31:28];  
	default:digit = x[3:0];
	endcase
	always @(*)
case(digit)
0:SEG = 7'b1000000; 
1:SEG = 7'b1111001; 
2:SEG = 7'b0100100; 
3:SEG = 7'b0110000; 
4:SEG = 7'b0011001; 
5:SEG = 7'b0010010; 
6:SEG = 7'b0000010; 
7:SEG = 7'b1111000; 
8:SEG = 7'b0000000; 
9:SEG = 7'b0010000; 
'hA:SEG = 7'b0001000; 
'hB:SEG = 7'b0000011; 
'hC:SEG = 7'b1000110;
'hD:SEG = 7'b0100001;
'hE:SEG = 7'b0000110;
'hF:SEG = 7'b0001110;
default: SEG = 7'b0000000;  
endcase
always @(*)begin
AN=8'b11111111;
if(aen[s] == 1)
AN[s] = 0;
end
always @(posedge clk) begin
clkdiv <= clkdiv+1;
end
endmodule
File: design/flow/run.sh
#!/bin/bash
# OpenROAD 26Q1-2900-gdf79404cd8, Yosys 0.63+post, stock flow scripts
make -C /OpenROAD-flow-scripts/flow DESIGN_CONFIG=/design/flow/config.mk WORK_HOME=/design/flow/orfs finish
File: design/flow/config.mk
export PLATFORM = sky130hd
export DESIGN_NAME = SSD
export DESIGN_NICKNAME = SSD
export VERILOG_FILES = /design/flow/design.v
export SDC_FILE = /design/flow/constraint.sdc
export NUM_CORES = 4
export LEC_CHECK = 1
export CORE_UTILIZATION = 40
File: design/flow/constraint.sdc
current_design SSD

set clk_period 2.7
set clk_io_pct 0.2

create_clock -name clk0 -period $clk_period [get_ports {S_AXI_ACLK}]
create_clock -name clk1 -period $clk_period [get_ports {clk}]

set non_clock_inputs [all_inputs -no_clocks]
set_input_delay [expr $clk_period * $clk_io_pct] -clock clk0 $non_clock_inputs
set_output_delay [expr $clk_period * $clk_io_pct] -clock clk0 [all_outputs]
==> impl_metrics.ini <==
; synthesis and place-and-route metrics
[status]
status = complete, no violations

[power]
peakVddDrop_mv = 0.305
powerDensity_nw_per_um2 = 481
pwr-share-seq_pct = 52.5
internal-power_mw = 1.49
swShare_pct = 21.1
switching_power_mw = 0.400
p_leak_nw = 1.51
clkPwrFrac_pct = 38.6
power_frac_comb_pct = 8.9

[timing]
skew_ns = 0.0107
drv_slew = 0
fin_ws_ns = 0.0989
worst_pin_slew_ns = 0.599
rsz0062_at_grt = yes
setup_viol = 0
hold_viol = 0
slew_headroom_pct = 60.1

[floorplanning]
die_h_um = 91.0
core_um2 = 7690
chip_area_um2 = 8270
die_w_um = 91.0
rows = 32
ios = 171
core_util_floorplan_pct = 41.2

[yosys]
ys_seq_share_pct = 40.5
yosys_warnings = 34
topCellsByArea = dfxtp_1 40%, nand2_1 9.4%, buf_4 8.8%
synth_area_leader_cell = dfxtp_1
top_cell_area_share_pct = 40.5
ys_types = 41
yosysChipArea_um2 = 3170
synth-seq-cells = 64
synthArstFlopShare_pct = 0
synth-edff-count = 0
yosys-stat-cells = 356
synthCells = 356
avgSynthCellArea_um2 = 8.89
dominantRegCellSynth = dfxtp_1
synth.cell_area_um2 = 3170

[job]
warnings = 109
maxCapViolCount = 0

[layout]
instances_no_fill = 521
area_delta_synth_final_pct = 24.4
drive_gt1_share_pct = 8.83

[worst_setup_path]
worstPathArrival_ns = 2.75
critPathKind = flip-flop to flip-flop
cp.required_ns = 2.85
end_kind = flip-flop
startpoint_type = flip-flop
cp_max_fo = 8

[detailed_routing]
routed_wl_mm = 5.90
antenna_cells = 0
vias = 2373
drtAntennaViolNets = 0
drtIter0Drc = 98
wl_per_cell_um = 11.3
first_pass_iters = 6
viasPerCell = 4.55
remaining_drc_errors = 0

[placed_design]
place_inst = 509
place_congestion = 0.770
dp_hpwl_mm = 4.37
io_buffers = 58
dp_slack_ns = 0.0392

[clock_tree]
tritoncts = yes
clock-sinks = 64
clkSlewWorstSetupHoldPaths_ns = 0.10
cts_hold_repair.buffers = 0

[global_routing]
antenna_found_initial = 0
grt_pass1_vias = 2089
grt_usage_pct = 14.5
grt-ovfl-total = 0
grt_max_degree = 38
grt_pass1_wl_mm = 9.56

[worst_hold_path]
hold_path_class = flip-flop to flip-flop
-- cell usage in the layout (no fill, tap or decap), drive strengths merged, types with 2 or more instances in the layout --
master         instances
and2                   2
o22ai                  5
and3                   3
nand3                 15
nand3b                 5
inv                    8
mux2i                  5
dfxtp                 64
nand2b                 3
a21oi                  4
nand4                  6
clkdlybuf4s50         58
xor2                   4
a221oi                 4
or4                    2
nor3b                  4
conb                  37
nand2                 79
xnor2                 15
ha                    12
buf                   14
nor2                   9
and4                   2
clkbuf                10
a22oi                  5
a21boi                32
-- synth_stat cells, types with 7 or more instances --
cell and number:
nand2_1 79, nand3_1 15, buf_4 37, clkbuf_1 15, xnor2_1 15, ha_1 12, nor2_1 9, inv_1 7
dfxtp_1 64, a21boi_0 32
-- sequential cells by signal (all words and copies together), names as in the netlist --
register                         flops
seg7_inst.clkdiv                    20
axi_slave_inst.axi_awready           1
SEG                                  7
axi_slave_inst.reg_write_data_i     32
axi_slave_inst.axi_rvalid            1
axi_slave_inst.axi_bvalid            1
axi_slave_inst.axi_arready           1
axi_slave_inst.axi_wready            1
-- metrics by stage --
step / power [mW] / TNS, ns / hold slack, ns / instance area (um2) / utilization [%]
final: 1.89 / 0 / 0.435 / 3940 / 51.2
after detailed placement: 1.19 / 0 / 0.417 / 3750 / 48.8
after global placement: 1.19 / 0 / 0.416 / 3750 / 48.8
after global routing: 1.98 / -0.00719 / 0.460 / 3940 / 51.2
after floorplan: 1.13 / 0 / 0.389 / 3310 / -
after CTS: 1.92 / 0 / 0.442 / 3920 / 51.0
-- area by class of cell --
| type | instances | area (um2) |
|---|---|---|
| inverter | 7 | 26.3 |
| tap | 102 | 128 |
| clock inverter | 2 | 38.8 |
| sequential | 64 | 1280 |
| clock buffer | 10 | 128 |
| timing repair buffer | 72 | 686 |
| fill | 713 | 3750 |
| multi-input combinational | 264 | 1650 |
-- worst paths after layout --
kind / start / to / slack [ns] / depth (start not counted)
setup reg to reg: seg7_inst.clkdiv[17] / SEG[3] / 0.1 / 8
setup / recovery: seg7_inst.clkdiv[17] / SEG[3] / 0.1 / 8
hold / removal: seg7_inst.clkdiv[0] / seg7_inst.clkdiv[0] / 0.43 / 1
hold reg to reg: seg7_inst.clkdiv[0] / seg7_inst.clkdiv[0] / 0.43 / 1
max in group clk0: seg7_inst.clkdiv[17] / AN[4] / 0.12 / 5
min in group clk0: axi_slave_inst.axi_arready / axi_slave_inst.axi_arready / 0.44 / 1
-- routing by layer --
| metal | up-vias | GRT usage, % | routed length (um) |
|---|---|---|---|
| li1 | 1238 | - | - |
| met1 | 1065 | 22.0 | 2910 |
| met2 | 62 | 22.2 | 2580 |
| met3 | 8 | 3.40 | 326 |
| met4 | 0 | 2.12 | 84 |
| met5 | - | 0 | 0 |
-- power by group through the flow --
stage	Sequential, mW	Clock (mW)	Combinational [mW]
finish	0.994	0.730	0.168
global route	0.997	0.796	0.190
CTS	0.994	0.752	0.171
-- critical path: stages, from the launching register on --
cell and delay, ns:
dfxtp_1 0.36, inv_1 0.07, ha_1 0.23, ha_4 0.17, or4_4 0.57, o22ai_4 0.29, inv_1 0.10, ha_1 0.23
mux4_2 0.46
-- timing repair --
| action | 4_1_cts | 5_1_grt |
|---|---|---|
| setup endpoints to repair | 1 | 2 |
| resized | 1 | 2 |
| buffers inserted | 0 | 0 |
| endpoints found under the hold margin | 0 | 0 |
-- cells by family after synthesis --
logic type,count (synthesis),synth area share [%]
XOR/XNOR,19,5.26
AND-OR/OR-AND,56,13.8
flip-flops,64,40.5
other,2,0.237
multiplexers,7,2.65
adder cells (fa/ha/maj),12,4.74
buffers and inverters,63,12.8
AND/OR/NAND/NOR,133,20.1
No activity file was given, so power comes from the tool's default toggle rates.
