--- design.v ---
module AXI_MST #(
    parameter C_M_AXI_ADDR_WIDTH = 32,
    parameter C_M_AXI_DATA_WIDTH = 32
)(
    input  wire                            ACLK,
    input  wire                            ARESETN,
    output wire [C_M_AXI_ADDR_WIDTH-1:0]   M_AXI_AWADDR,
    output wire [2:0]                      M_AXI_AWPROT,
    output wire                            M_AXI_AWVALID,
    input  wire                            M_AXI_AWREADY,
    output wire [C_M_AXI_DATA_WIDTH-1:0]   M_AXI_WDATA,
    output wire [(C_M_AXI_DATA_WIDTH/8)-1:0] M_AXI_WSTRB,
    output wire                            M_AXI_WVALID,
    input  wire                            M_AXI_WREADY,
    input  wire [1:0]                      M_AXI_BRESP,
    input  wire                            M_AXI_BVALID,
    output wire                            M_AXI_BREADY,
    output wire [C_M_AXI_ADDR_WIDTH-1:0]   M_AXI_ARADDR,
    output wire [2:0]                      M_AXI_ARPROT,
    output wire                            M_AXI_ARVALID,
    input  wire                            M_AXI_ARREADY,
    input  wire [C_M_AXI_DATA_WIDTH-1:0]   M_AXI_RDATA,
    input  wire [1:0]                      M_AXI_RRESP,
    input  wire                            M_AXI_RVALID,
    output wire                            M_AXI_RREADY,
    input  wire                            ip_start_transaction,
    input  wire                            ip_transaction_type,     
    input  wire [C_M_AXI_ADDR_WIDTH-1:0]   ip_address,
    input  wire [C_M_AXI_DATA_WIDTH-1:0]   ip_write_data,
    output wire [C_M_AXI_DATA_WIDTH-1:0]   ip_read_data,
    output wire                            ip_read_data_valid,
    output wire                            ip_transaction_done
);
    localparam IDLE = 2'b00;
    localparam ADDR = 2'b01;
    localparam DATA = 2'b10;
    localparam RESP = 2'b11;
    reg [1:0] write_state;
    reg [1:0] read_state;
    reg [C_M_AXI_DATA_WIDTH-1:0] read_data_reg;
    reg transaction_complete_reg;
    reg read_data_valid_reg;
    reg transaction_type_reg;
    reg [C_M_AXI_ADDR_WIDTH-1:0]   axi_awaddr;
    reg [2:0]                      axi_awprot;
    reg                            axi_awvalid;
    reg [C_M_AXI_DATA_WIDTH-1:0]   axi_wdata;
    reg [(C_M_AXI_DATA_WIDTH/8)-1:0] axi_wstrb;
    reg                            axi_wvalid;
    reg                            axi_bready;
    reg [C_M_AXI_ADDR_WIDTH-1:0]   axi_araddr;
    reg [2:0]                      axi_arprot;
    reg                            axi_arvalid;
    reg                            axi_rready;
    assign M_AXI_AWADDR  = axi_awaddr;
    assign M_AXI_AWPROT  = axi_awprot;
    assign M_AXI_AWVALID = axi_awvalid;
    assign M_AXI_WDATA   = axi_wdata;
    assign M_AXI_WSTRB   = axi_wstrb;
    assign M_AXI_WVALID  = axi_wvalid;
    assign M_AXI_BREADY  = axi_bready;
    assign M_AXI_ARADDR  = axi_araddr;
    assign M_AXI_ARPROT  = axi_arprot;
    assign M_AXI_ARVALID = axi_arvalid;
    assign M_AXI_RREADY  = axi_rready;
    assign ip_read_data = read_data_reg;
    assign ip_read_data_valid = read_data_valid_reg;
    assign ip_transaction_done = transaction_complete_reg;
    always @(posedge ACLK or negedge ARESETN) begin
        if (!ARESETN) begin
            transaction_complete_reg <= 1'b0;
            transaction_type_reg <= 1'b0;
        end else begin
            transaction_complete_reg <= 1'b0;
            if (ip_start_transaction) begin
                transaction_complete_reg <= 1'b0;
                transaction_type_reg <= ip_transaction_type;
            end
            if (write_state == RESP && M_AXI_BVALID && axi_bready) begin
                transaction_complete_reg <= 1'b1;
            end
            if (read_state == DATA && M_AXI_RVALID && axi_rready) begin
                transaction_complete_reg <= 1'b1;
            end
        end
    end
    always @(posedge ACLK or negedge ARESETN) begin
        if (!ARESETN) begin
            write_state <= IDLE;
            axi_awvalid <= 1'b0;
            axi_wvalid <= 1'b0;
            axi_bready <= 1'b0;
            axi_awaddr <= 0;
        end else begin
            case (write_state)
                IDLE: begin
                    if (ip_start_transaction && ip_transaction_type) begin
                        axi_awaddr <= ip_address;
                        axi_awprot <= 3'b000;    
                        axi_awvalid <= 1'b1;     
                        axi_wdata <= ip_write_data;
                        axi_wstrb <= {(C_M_AXI_DATA_WIDTH/8){1'b1}};  
                        axi_wvalid <= 1'b1;      
                        write_state <= ADDR;
                    end
                end
                ADDR: begin
                    if (M_AXI_AWREADY && axi_awvalid) begin
                        axi_awvalid <= 1'b0;   
                    end
                    if (M_AXI_WREADY && axi_wvalid) begin
                        axi_wvalid <= 1'b0;    
                    end
                    if ((!axi_awvalid || M_AXI_AWREADY) && (!axi_wvalid || M_AXI_WREADY)) begin
                        axi_bready <= 1'b1;    
                        write_state <= RESP;
                    end else begin
                        write_state <= ADDR;
                    end
                end
                RESP: begin
                    if (M_AXI_BVALID && axi_bready) begin
                        axi_bready <= 1'b0;
                        write_state <= IDLE;
                    end
                end
                default: write_state <= IDLE;
            endcase
        end
    end
    always @(posedge ACLK or negedge ARESETN) begin
        if (!ARESETN) begin
            read_state <= IDLE;
            axi_arvalid <= 1'b0;
            axi_rready <= 1'b0;
            read_data_valid_reg <= 1'b0;
            read_data_reg <= {C_M_AXI_DATA_WIDTH{1'b0}};
        end else begin
            case (read_state)
                IDLE: begin
                    if (ip_start_transaction && !ip_transaction_type) begin
                        axi_araddr <= ip_address;
                        axi_arprot <= 3'b000;    
                        axi_arvalid <= 1'b1;     
                        read_state <= ADDR;
                        read_data_valid_reg <= 1'b0;
                    end
                end
                ADDR: begin
                    if (M_AXI_ARREADY && axi_arvalid) begin
                        axi_arvalid <= 1'b0;   
                        axi_rready <= 1'b1;    
                        read_state <= DATA;
                    end
                end
                DATA: begin
                    if (M_AXI_RVALID && axi_rready) begin
                        read_data_reg <= M_AXI_RDATA;
                        read_data_valid_reg <= 1'b1;
                        axi_rready <= 1'b0;
                        read_state <= IDLE;
                    end
                end
                default: read_state <= IDLE;
            endcase
        end
    end
endmodule
--- run.sh ---
#!/bin/bash
# OpenROAD 26Q1-2900-gdf79404cd8, Yosys 0.63+post, stock flow scripts
make -C /OpenROAD-flow-scripts/flow DESIGN_CONFIG=/design/flow/config.mk WORK_HOME=/design/flow/orfs finish
--- config.mk ---
export PLATFORM = sky130hd
export DESIGN_NAME = AXI_MST
export DESIGN_NICKNAME = AXI_MST
export VERILOG_FILES = /design/flow/design.v
export SDC_FILE = /design/flow/constraint.sdc
export NUM_CORES = 4
export LEC_CHECK = 1
export CORE_UTILIZATION = 50
--- constraint.sdc ---
current_design AXI_MST

set clk_period 4.5
set clk_io_pct 0.2

create_clock -name clk0 -period $clk_period [get_ports {ACLK}]

set non_clock_inputs [all_inputs -no_clocks]
set_input_delay [expr $clk_period * $clk_io_pct] -clock clk0 $non_clock_inputs
set_output_delay [expr $clk_period * $clk_io_pct] -clock clk0 [all_outputs]
==> metrics.cfg <==
[cells_and_area]
drive_above_1_share_pct=19.6
register_area_um2=3850
nFillCells=522
mi_logic_area_um2=1120
area_delta_synth_final_pct=59.0

[clock_network]
cts_resized=0
post_cts.repair.setup_buffers=0
cts_buffers=17
hold_buffers=0
clockBufferDepth=2
htree_levels=4
cts.sinks=141
clk_latency_ps=500
clk_pin_slew_ps=60
cts_root_buffer=clkbuf_8
cts_tree=built

[setup_path]
startpoint_type=flip-flop
crit_family=buffers and inverters
required_ps=3600
crit_slowest_cell=clkdlybuf4s50_1
worstPathMaxFanout=5
critPathMaxStageDelay_ps=530
crit_type=flip-flop to output port
crit_buf_inv=1
setup.worst_path.end_class=output port
path_cells=clkdlybuf4s50_1
cp.arrival_ps=1470

[final_timing]
whs_ps=286
rsz0062_at_grt=false
fin_tns_setup_ps=0
skew_ps=8.42
relSlewSlack_pct=47.2
min_period_ps=2370
drv_slew=0
fin_crit_sh_pct=52.6
finalSetupViolCount=0
hold_viol=0
worst_slew_pin_slew_ps=792
max_freq_mhz=423

[drt]
wl_mm=12.5
drt-pass1-iter-count=4
drc_errors=0
first_iter_violations=74
ant_nets=0
antenna_cells=0
viasPerCell=4.89
wl_per_cell_um=18.7
vias=3267

[grt]
grt_pass1_wl_mm=18.1
antenna_found_initial=0
globalRouteOverflowTotal=0
globalRouteTotalUtil_pct=25.1
grt_max_degree=56
grt_pass1_vias=3235

[floorplan]
core_um2=9860
initCoreUtil_pct=51.9
num_rows=36
dieHeight_um=103
ios=254
chipArea_um2=10600
die_w_um=103

[pwr]
p_per_area_nw_per_um2=443
cellLeakagePower_nw=3.40
vdd_drop_max_mv=0.385
power_w=0.00361

[yosys]
synth-async-reset-ratio_pct=54.6
netlist_instances=270
syn_area_per_cell_um2=19.0
yosysWarnings=1
syn_area_um2=5120
ys_chip_area_um2=5120
synth-edff-count=64
ys.flops=141
synth_seq_share_pct=75.2
ys_cells=270
synth_cell_types=29
synth-main-ff-cell=dfrtp_1

[worst_hold_path]
hold_class=primary input to async pin

[placement]
dp_hpwl_mm=8.52
portBuffers=239
gp_congestion=0.828

[run]
drv_cap=0
warnings=30

[run_status]
status=complete, no violations

==> area by class of cell <==
type | instances | area share [%]
sequential | 141 | 47.3
timing repair buffer | 242 | 29.6
multi-input combinational | 114 | 13.8
clock buffer | 19 | 5.18
tap | 133 | 2.04
clock inverter | 13 | 1.75
inverter | 6 | 0.277
==> where the power goes <==
part	internal, W	leakage, nW	switching (W)
clock	0.000793	0.270	0.000510
sequential	0.00152	1.57	0.000104
combinational	0.000539	1.56	0.000140
==> cells in the final DEF, fill, tap and decap left out, drive strengths merged <==
cell	instances
clkinv	4
nor2b	2
o22ai	1
and3	2
conb	10
bufinv	2
inv	10
a21boi	1
nand3	2
clkinvlp	3
a311o	1
clkbuf	19
a21bo	1
dfstp	2
o221a	1
a21oi	3
a32o	1
a22o	1
nand2	10
a21o	1
and2	1
dfrtp	75
edfxtp	64
buf	4
mux2	64
a32oi	1
mux2i	1
o21ai	6
o2bb2ai	1
clkdlybuf4s50	238
nand2b	3
==> Yosys cell counts, types with 2 or more instances <==
master	n	share of area [%]
a21oi_1	3	0.29
mux2_4	29	8.5
buf_4	10	1.5
dfstp_2	2	1.0
dfrtp_1	75	37
edfxtp_1	64	38
conb_1	2	0.15
nand2b_1	3	0.37
inv_1	6	0.44
o21ai_0	6	0.59
nor2b_1	2	0.24
buf_6	7	1.5
mux2_2	35	7.7
and3_1	2	0.24
nand2_1	10	0.73
==> per-layer routing <==
layer	wire length (um)	up-vias	part of all wire, %	GRT usage [%]
met4	252	0	2.0	4.77
met2	6240	166	50	39.1
met1	4620	1612	37	36.2
li1	-	1473	-	-
met5	0	-	0	0
met3	1390	16	11	10.5
==> worst paths after layout <==
check | startpoint | to | slack, ps | cells after the start
setup / recovery | axi_rready | M_AXI_RREADY | 2130 | 1
hold / removal | ARESETN | write_state[1] | 290 | 1
setup reg to reg | write_state[0] | axi_wdata[0] | 2640 | 3
hold reg to reg | read_state[2] | axi_arvalid | 490 | 1
max in group asynchronous | ARESETN | read_data_reg[11] | 3200 | 2
min in group clk0 | read_state[2] | axi_arvalid | 490 | 1
==> cells by family after synthesis <==
family | share of synthesized area (%)
simple gates | 2.15
compound gates | 2.62
other cells | 0.147
buf+inv | 3.45
mux | 16.4
flops | 75.2
==> metrics by stage <==
| step | utilization [%] | cell area [um2] | cells | setup WS (ps) |
|---|---|---|---|---|
| 3_5_place_dp | 76.8 | 7580 | 636 | 1650 |
| 3_3_place_gp | 76.8 | 7580 | 636 | 1680 |
| 2_1_floorplan | - | 5150 | 278 | 1970 |
| 5_1_grt | 82.5 | 8140 | 668 | 2060 |
| 4_1_cts | 82.5 | 8140 | 668 | 2090 |
| 6_report | 82.5 | 8140 | 668 | 2130 |
Power figures rest on the tool's default switching activity, not on a simulated workload.
